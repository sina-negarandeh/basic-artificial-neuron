[/design/flow/run.sh]
#!/bin/bash
# OpenROAD 26Q1-2900-gdf79404cd8, Yosys 0.63+post, stock flow scripts
make -C /OpenROAD-flow-scripts/flow DESIGN_CONFIG=/design/flow/config.mk WORK_HOME=/design/flow/orfs finish
[/design/flow/config.mk]
export PLATFORM = sky130hd
export DESIGN_NAME = RegisterM
export DESIGN_NICKNAME = RegisterM
export VERILOG_FILES = /design/flow/design.v
export SDC_FILE = /design/flow/constraint.sdc
export NUM_CORES = 4
export LEC_CHECK = 1
export CORE_AREA = 10 10 76 76
export DIE_AREA = 0 0 86 86
[/design/flow/constraint.sdc]
current_design RegisterM

set clk_period 1.5
set clk_io_pct 0.2

create_clock -name clk0 -period $clk_period [get_ports {clk}]

set non_clock_inputs [all_inputs -no_clocks]
set_input_delay [expr $clk_period * $clk_io_pct] -clock clk0 $non_clock_inputs
set_output_delay [expr $clk_period * $clk_io_pct] -clock clk0 [all_outputs]
[/design/flow/design.v]
`timescale 1ns / 1ps
module RegisterM #(parameter M = 18)( input [M - 1:0]in, input clk, input rst, input en, output reg [M - 1:0]out);
	always @(posedge clk, posedge rst) begin
		if (rst) out <= 0;
		else if (en) out <= in;
	end
endmodule
==> impl_metrics.env <==
# yosys + openroad results
export IMPL_core_um2=4120
export IMPL_top_cell="dfrtp_1"
export IMPL_largest_reg_flops=18
export IMPL_clkTransAtPathRegs_ns=0.06
export IMPL_setup_viol=0
export IMPL_slowest_delay_ns=0.48
export IMPL_fp_dieH_um=86
export IMPL_finalSetupTns_ns=0
export IMPL_reg_top3="out x18"
export IMPL_grt_overflow=0
export IMPL_p_comb_share_pct=20.3
export IMPL_syn_area_um2=726
export IMPL_clockPowerShare_pct=32.2
export IMPL_fin_skew_ns=0
export IMPL_critical_path_buf_inv_count=1
export IMPL_final_area_um2=1230
export IMPL_synthCells=39
export IMPL_ys_chip_area_um2=726
export IMPL_cts_sinks=18
export IMPL_worstPathMaxFanout=2
export IMPL_dp_hpwl_um=1460
export IMPL_ys_flop_type="dfrtp_1"
export IMPL_viasPerCell=3.57
export IMPL_clockRootBuffer="clkbuf_8"
export IMPL_row_count=23
export IMPL_min_delay_path_class="input pin to async pin"
export IMPL_layout_min_cycle_time_ns=1.38
export IMPL_track_usage_pct=4.98
export IMPL_ys_cells=39
export IMPL_synth_seq_share_pct=62.1
export IMPL_ir_drop_mv=0.545
export IMPL_drive_above_1_share_pct=30.5
export IMPL_gp_congestion=0.738
export IMPL_p_int_uw=956
export IMPL_path_cells="clkdlybuf4s50_1"
export IMPL_die_x_um=86
export IMPL_postCtsSetupRepairBufs=0
export IMPL_cts_resized=0
export IMPL_drcViolationCount=0
export IMPL_crit_arrival_ns=1.08
export IMPL_required_ns=1.20
export IMPL_fin_util_pct=29.8
export IMPL_p_per_area_nw_per_um2=959
export IMPL_critical_path_class="flop to output pin"
export IMPL_dieArea_um2=7400
export IMPL_core_util_floorplan_pct=17.6
export IMPL_hold_buffers=0
export IMPL_synth_edff_count=0
export IMPL_postRouteAntennaNets=0
export IMPL_power_switching_uw=220
export IMPL_wl_per_cell_um=13.7
export IMPL_yosys_warnings=1
export IMPL_top_register="out"
export IMPL_fmax_ghz=0.725
export IMPL_max_slew_margin_rel_pct=91.2
export IMPL_ioPinCount=39
export IMPL_cts_tree="done"
export IMPL_cp_top_family="buffers and inverters"
export IMPL_yosysTopAreaCell="dfrtp_1"
export IMPL_fin_crit_sh_pct=91.9
export IMPL_grt_setup_unrepaired="false"
export IMPL_ys_ff=18
export IMPL_io_buffers=38
export IMPL_clock_latency_late_pin_ns=0.24
export IMPL_pwr_share_seq_pct=47.5
export IMPL_max_cap_viol_count=0
export IMPL_clockBufferDepth=2
export IMPL_htree_levels=1
export IMPL_slew_viol_final=0
export IMPL_drtPass1Iterations=2
export IMPL_avgSynthCellArea_um2=18.6
export IMPL_synthTopCellsByCount="dfrtp_1, mux2_4, mux2_2"
export IMPL_tool_warnings=25
export IMPL_diodes=0
export IMPL_grt_antenna_before_repair=0
export IMPL_worst_pin_slew_ns=0.131
export IMPL_synthArstFlopShare_pct=100
export IMPL_end_kind="output pin"
export IMPL_ys_types=6
export IMPL_grt_pass1_vias=546
export IMPL_drt_total_wl_um=1800
export IMPL_area_leaders="dfrtp_1, mux2_4, mux2_2, buf_12, buf_6"
export IMPL_area_growth_pct=69.1
export IMPL_grt_pass1_wl_um=2930
export IMPL_p_sw_share_pct=18.7
export IMPL_yosysTopAreaCellShare_pct=62.1
export IMPL_outcome="complete, no violations"
export IMPL_cts_inserted_buffers=3
export IMPL_crit_path_start_kind="flop"
export IMPL_vias=471
export IMPL_finalHoldViolCount=0
export IMPL_place_area_um2=1170
export IMPL_grt_max_degree=19
export IMPL_worst_path_max_delay_cell="clkdlybuf4s50_1"
export IMPL_p_leak_uw=0.000526
export IMPL_drt_iter0_drc=8
[final cells by class]
| cell class | count | area, um2 |
|---|---|---|
| tap | 50 | 62.6 |
| inverter | 1 | 3.75 |
| timing repair buffer | 41 | 415 |
| multi-input combinational | 18 | 240 |
| clock buffer | 4 | 55.1 |
| sequential | 18 | 450 |
| fill | 417 | 2890 |
[final timing paths]
path / startpoint / endpoint / slack, ns / cells after the start
max reg2reg: out[6] / out[6] / 0.73 / 1
min in group clk0: out[0] / out[0] / 0.50 / 1
min: rst / out[12] / 0.35 / 3
min reg2reg: out[0] / out[0] / 0.50 / 1
max in group asynchronous: rst / out[13] / 1.00 / 3
max: out[4] / out[4] / 0.12 / 1
[cell usage in the layout (no fill, tap or decap)]
cell type / instances
mux2_2: 8
clkbuf_8: 4
clkdlybuf4s50_1: 38
mux2_4: 10
buf_12: 1
inv_1: 1
dfrtp_1: 18
buf_4: 2
[tightest hold or removal path, delay by kind of cell]
kind,cells,cell delay [ns]
buffers and inverters,3,0.64
[layer usage]
layer / track usage [%] / vias to the layer above / part of all wire [%]
met3: 3.15 / 0 / 13
met5: 0 / - / 0
met2: 8.05 / 22 / 49
li1: - / 219 / -
met1: 5.77 / 230 / 38
met4: 0.150 / 0 / 0
[cell families (layout without fill, tap and decap cells)]
family,after synthesis,count (layout),synth area share (%)
buf+inv,3,46,4.83
flops,18,18,62.1
mux,18,18,33.1
[per-stage QoR]
stage	hold slack, ns	setup slack (ns)	instances	total power [uW]
after floorplan	0.239	0.532	39	642
after global placement	0.493	0.0426	128	810
after detailed placement	0.492	0.0212	128	814
after CTS	0.354	0.0926	132	1210
after global routing	0.398	0.0607	132	1250
final	0.355	0.121	132	1180
[power groups by stage]
stage                 clock network (uW)  logic (uW)  registers, uW
final                                378         239            559
after global routing                 423         262            565
after CTS                            402         247            560
Power and IR drop assume default switching activity.
