==> design.v <==
`timescale 1ns / 1ps
module Adder16 #(parameter M = 18)( input [15:0]a, input [(15 + $clog2(M)):0] b, output reg [M - 1:0]out);
	always @(a, b, out) begin
		if (a[15] == b[M - 1]) begin
			out[M - 2:0] = a[14:0] + b[M - 2:0];
			out[M - 1] = a[15];
		end
		else begin
			if (a[14:0] > b[14:0]) begin
				out[M - 2:0] = a[14:0] - b[M - 2:0];
				out[M - 2] = a[15];
			end
			else begin
				out[M - 2:0] = b[M - 2:0] - a[14:0];
				out[M - 1] = b[M - 1];
			end
		end
	end
endmodule
==> run.sh <==
#!/bin/bash
# OpenROAD 26Q1-2900-gdf79404cd8, Yosys 0.63+post, stock flow scripts
make -C /OpenROAD-flow-scripts/flow DESIGN_CONFIG=/design/flow/config.mk WORK_HOME=/design/flow/orfs finish
==> config.mk <==
export PLATFORM = sky130hd
export DESIGN_NAME = Adder16
export DESIGN_NICKNAME = Adder16
export VERILOG_FILES = /design/flow/design.v
export SDC_FILE = /design/flow/constraint.sdc
export NUM_CORES = 4
export LEC_CHECK = 1
export CORE_UTILIZATION = 30
==> constraint.sdc <==
current_design Adder16

set clk_period 8.2
set clk_io_pct 0.2

create_clock -name clk0 -period $clk_period

set non_clock_inputs [all_inputs -no_clocks]
set_input_delay [expr $clk_period * $clk_io_pct] -clock clk0 $non_clock_inputs
set_output_delay [expr $clk_period * $clk_io_pct] -clock clk0 [all_outputs]
==> impl_metrics.ini <==
; yosys + openroad results
[critical_path]
critical-path-top-delay-family = AND-OR/OR-AND gates
path_max_fanout = 20
crit_buf_inv = 4
start_kind = primary input
endpoint_kind = output pin
critPathSlowestCell = ha_1
critPathKind = primary input to output pin
arrival_ns = 5.32
slowest_delay_ns = 0.55
cp_cell_sequence = clkdlybuf4s50_1, inv_1, ha_1, a21oi_1, o31ai_1, inv_1, a21oi_2, and2_4, a211oi_1, o31ai_1, xnor2_1, clkdlybuf4s50_1
cp_data_required_time_ns = 6.56

[yosys]
simple_gate_area_share_pct = 16.74
ys_cells = 334
syn_inst = 334
syn_avg_cell_area_um2 = 7.204
synth_flops = 1
edf_count = 0
synth_cell_types = 59
yosysChipArea_um2 = 2406
yosysTopAreaCell = ha_1
yosys_warnings = 1
top_area_share_pct = 24.96
synth-adder-area-share_pct = 27.46
synth.cells.most_frequent = ha_1, inv_1, a21oi_1
compound_area_share_pct = 33.85
synth_area_um2 = 2406
ys_async_sr_fraction_pct = 0
area_leaders = ha_1, inv_1, a21oi_1, o21ai_0, xnor2_1
logic_family = AND-OR/OR-AND gates
xor_area_share_pct = 5.460
synth.most_common_cell = ha_1
ys_sh_mux_pct = 4.576
ff_type = dlxtn_1

[detailed_routing]
routedWlPerCell_um = 13.14
first_pass_iters = 4
totalWireLength_mm = 6.203
drtAntennaViolNets = 0
drc = 0
diodes = 0
via_per_inst = 5.081
dr.first_iter.drc_count = 120
num_vias = 2398

[die]
die_h_um = 91.56
coreArea_um2 = 7727
io-pin-count = 55
initCoreUtil_pct = 31.14
chip_area_um2 = 8382
rows = 32
fp.dieW_um = 91.56

[sta]
final.setup.tns_ns = 0
hold_viol = 0
unclocked_regs = 1
rsz0062_at_grt = no
worstMarginPinSlew_ns = 0.4775
post-route-period-util_pct = 84.93
untimed_endpoints = 2
slew_viol_final = 0
setup_violations = 0
clock.fmax_ghz = 0.1436
min_period_ns = 6.965
slew_headroom_pct = 68.17

[grt]
grt_antenna_before_repair = 0
use_met2_pct = 23.62
met3_usage_pct = 1.190
grt_pass1_wl_mm = 10.49
gr-usage-met1_pct = 23.38
gr-max-usage-layer = met2
grt_max_degree = 32
overflow = 0
first_global_vias = 2210
track_usage_pct = 15.00

[run_status]
status = completed

[power]
ir_drop_uv = 30.76
p_per_area_nw_per_um2 = 82.43
p_leak_nw = 1.387

[flow_run]
cap_violations = 0
warnings = 67

[final_layout]
area_growth_pct = 23.45
drive_gt1_share_pct = 5.135
largest_reg_flops = 1
fillers = 801
fin_util_pct = 38.44

[placement]
dpl.hpwl_mm = 5.003
gp_congestion = 0.8941
io_buffer_count = 52

[min_path]
hold_class = primary input to output pin

[cts]
cts_resized = 0
cts_hold_buf = 0
cts_setup_buffers = 0
## final timing paths
check / from / endpoint / slack, ns / cells past startpoint
worst max-delay path: a[12] / out[9] / 1.24 / 12
worst min-delay path: b[15] / out[15] / 4.34 / 3
## stage by stage
stage / instance area (um^2) / cells / hold WS (ns) / power (W) / setup WS, ns
after floorplan: 2406 / 334 / 3.309 / 0.0001497 / 2.958
after global placement: 2970 / 472 / 4.317 / 0.0002438 / 1.202
after detailed placement: 2970 / 472 / 4.331 / 0.0002448 / 1.217
after CTS: 2970 / 472 / 4.335 / 0.0002466 / 1.202
after global routing: 2970 / 472 / 4.375 / 0.0002720 / 1.007
final: 2970 / 472 / 4.336 / 0.0002448 / 1.235
## area by class of cell
class | instances | area (um^2) | share of cell area, %
well taps | 102 | 127.6 | 4.297
repair buffers | 53 | 528.0 | 17.78
multi-input cells | 268 | 2120 | 71.36
inverters | 48 | 180.2 | 6.066
flip-flops and latches | 1 | 15.01 | 0.5055
## power by group
group	internal [W]	switching, W	total, W
registers	0.000000481	0.0000000106	0.000000492
clock network	0	0	0
logic	0.000126	0.000118	0.000244
## logic make-up after synthesis
family                   count (synthesis)
multiplexers                            10
AND/OR/NAND/NOR                         75
adder cells (fa/ha/maj)                 51
XOR/XNOR                                15
latches                                  1
AND-OR/OR-AND                          117
buffers and inverters                   65
## routing by layer
metal / vias to the layer above / wire length, um
met5: - / 0
met4: 0 / 19
met3: 2 / 263
met2: 52 / 2718
met1: 1086 / 3202
li1: 1258 / -
## cell usage in the layout, fill, tap and decap left out, types with 5 or more instances in the layout
cell type / n
a211oi_1: 6
a21o_1: 11
a21oi_1: 29
and3_1: 5
clkdlybuf4s50_1: 52
ha_1: 48
inv_1: 47
mux2i_1: 8
nand2_1: 11
nand2b_1: 8
nand3_1: 5
nor2_1: 14
nor3_1: 9
o21ai_0: 24
o31ai_1: 6
or3_1: 6
xnor2_1: 11
Power is estimated from default activity; no workload was simulated.
