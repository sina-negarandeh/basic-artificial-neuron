==> ./design.v <==
`timescale 1ns / 1ps
module mux1_2(A, B, S, F);
  input A, B, S;
  output F;
  assign F = S ? B : A;
endmodule
module C1(A0, A1, SA, B0, B1, SB, S0, S1, F);
  input A0, A1, SA, B0, B1, SB, S0, S1;
  output F;
  wire F1, F2, F, S2;
  mux1_2 mux1_20(A0, A1, SA, F1);
  mux1_2 mux1_21(B0, B1, SB, F2);
  mux1_2 mux1_22(F1, F2, S2, F);
  or or_0(S2, S0, S1);
endmodule
module multiplier2(A, B, C);
    input [1:0] A, B;
    output [3:0] C;
    C1 C1_0(1'b0, A[0], B[0], 1'b0, 1'b0, 1'b0, 1'b0, 1'b0, C[0]);
    wire O0, O1, O2, O3;
    C1 C1_1(1'b0, A[0], B[1], 1'b0, 1'b0, 1'b0, A[1], 1'b0, O0);
    C1 C1_2(1'b0, A[0], B[1], 1'b0, 1'b0, 1'b0, B[0], 1'b0, O1);
    C1 C1_3(1'b0, A[1], B[0], 1'b0, 1'b0, 1'b0, B[1], 1'b0, O2);
    C1 C1_4(1'b0, A[1], B[0], 1'b0, 1'b0, 1'b0, A[0], 1'b0, O3);
    C1 C1_5(O0, 1'b1, O1, 1'b1, 1'b1, 1'b1, O2, O3, C[1]);
    wire O4, O5;
    C1 C1_6(1'b0, A[1], B[1], 1'b0, 1'b0, 1'b0, B[0], 1'b0, O4);
    C1 C1_7(1'b0, A[1], B[1], 1'b0, 1'b0, 1'b0, A[0], 1'b0, O5);
    C1 C1_8(O4, 1'b1, O5, 1'b0, 1'b0, 1'b0, 1'b0, 1'b0, C[2]);
    wire O6;
    C1 C1_9(1'b0, 1'b0, 1'b0, 1'b0, A[0], A[1], B[0], 1'b0, O6);
    C1 C1_10(1'b0, O6, B[1], 1'b0, 1'b0, 1'b0, 1'b0, 1'b0, C[3]);
endmodule
module multiplier4(A, B, C);
	input [3:0] A, B;
   output [7:0] C;
	wire [3:0]mult2_out0;
	wire [3:0]mult2_out1;
	wire [3:0]mult2_out2;
	wire [3:0]mult2_out3;
	multiplier2 multiplier2_0(A[1:0], B[1:0], mult2_out0);
	multiplier2 multiplier2_1(A[3:2], B[1:0], mult2_out1);
	multiplier2 multiplier2_2(A[1:0], B[3:2], mult2_out2);
	multiplier2 multiplier2_3(A[3:2], B[3:2], mult2_out3);
	assign C = {mult2_out3, 4'b0} + {mult2_out2, 2'b0} + {mult2_out1, 2'b0} + mult2_out0;
endmodule
module UMultipler8_1( input [7:0]A, input [7:0]B, output [15:0]out);
	wire [7:0]mult4_out0;
	wire [7:0]mult4_out1;
	wire [7:0]mult4_out2;
	wire [7:0]mult4_out3;
	multiplier4 multiplier4_0(A[3:0], B[3:0], mult4_out0);
	multiplier4 multiplier4_1(A[3:0], B[7:4], mult4_out1);
	multiplier4 multiplier4_2(A[7:4], B[3:0], mult4_out2);
	multiplier4 multiplier4_3(A[7:4], B[7:4], mult4_out3);
	wire [8:0]add8_out0;
	wire [8:0]add8_out1;
	wire [8:0]add8_out2;
	assign add8_out0 = mult4_out1 + mult4_out2;
	assign add8_out1 = add8_out0[7:0] + {4'b0, mult4_out0[7:4]};
	assign add8_out2 = mult4_out3 + {3'b0, add8_out0[8], add8_out1[7:4]};
	assign out[3:0] = mult4_out0[3:0];
	assign out[7:4] = add8_out1[3:0];
	assign out[15:8] = add8_out2[7:0];
endmodule
module Multipler8_1( input clk, input [7:0]A, input [7:0]B, output [15:0]out);
	wire [15:0]umult8_out;
	Multiplier8_2 UMultipler8_2_0( {1'b0, A[6:0]}, {1'b0, B[6:0]}, umult8_out);
	assign out = ((A[7] == B[7])) ? {1'b0, umult8_out[14:0]} : {1'b1, umult8_out[14:0]};
endmodule
==> ./run.sh <==
#!/bin/bash
# OpenROAD 26Q1-2900-gdf79404cd8, Yosys 0.63+post, stock flow scripts
make -C /OpenROAD-flow-scripts/flow DESIGN_CONFIG=/design/flow/config.mk WORK_HOME=/design/flow/orfs finish
==> ./config.mk <==
export PLATFORM = sky130hd
export DESIGN_NAME = UMultipler8_1
export DESIGN_NICKNAME = UMultipler8_1
export VERILOG_FILES = /design/flow/design.v
export SDC_FILE = /design/flow/constraint.sdc
export NUM_CORES = 4
export LEC_CHECK = 1
export CORE_UTILIZATION = 30
==> ./constraint.sdc <==
current_design UMultipler8_1

set clk_period 10.1
set clk_io_pct 0.2

create_clock -name clk0 -period $clk_period

set non_clock_inputs [all_inputs -no_clocks]
set_input_delay [expr $clk_period * $clk_io_pct] -clock clk0 $non_clock_inputs
set_output_delay [expr $clk_period * $clk_io_pct] -clock clk0 [all_outputs]
==> out/metrics.cfg <==
[outcome]
status = complete, no violations

[critical_path]
critPathLaunch = B[6]
crit_family = adder cells
crit_arrival_ns = 7.78
required_ns = 8.08
slowest_stage = fa_1
critPathMaxFanout = 2
cp.buffers_inverters = 5
slowest_delay_ns = 0.54
cp-end-kind = output pin
worstSetupStartpointType = input port
worstSetupPathType = in -> out
cp_cell_sequence = clkdlybuf4s15_1, nand2_1, xor2_2, fa_1, ha_1, fa_2, ha_1, o21ai_0, or2_1, a221o_1, and4bb_1, xnor2_2, fa_1, inv_1, fa_1, inv_1, buf_4, fa_1, a21oi_1, nor2_1, nor2_1, xnor2_1, clkdlybuf4s50_1
path_common_cell = fa_1

[detailed_routing]
vias = 2103
via_per_inst = 4.54
totalWireLength_mm = 4.98
drcViolationCount = 0
antenna-diode-count = 0
routedWlPerCell_um = 10.8
drt_iter0_markers = 27
drt_pre_antenna_iters = 4
detail-route-antenna-nets = 0

[floorplanning]
num_io_pins = 32
row_count = 31
core-area_um2 = 7250
fp_util_pct = 30.9
die_w_um = 88.5
die_area_um2 = 7820
die_height_um = 88.5

[grt]
track_usage_pct = 14.1
antenna_found_initial = 0
grt_pass1_vias = 1970
grt_max_degree = 12
grt_first_pass_wirelength_mm = 8.56
overflow = 0

[sta]
finalHoldViolCount = 0
min_period_ns = 9.80
fin_crit_sh_pct = 97.0
fmax_mhz = 102
slew_viol_final = 0
tightestPinTransition_ns = 0.379
rsz0062_at_grt = no
slew_headroom_pct = 74.7
setup_viol = 0

[synthesis]
syn_inst = 293
top_logic_kind = adder cells
synth_xor_xnor_area_share_pct = 15.2
ys_chip_area_um2 = 2240
mux_share_pct = 0
ys_seq_share_pct = 0
yosys-stat-cells = 293
yosysWarnings = 0
simple_gate_area_share_pct = 21.7
syn_area_per_cell_um2 = 7.65
syn_area_um2 = 2240
synth_cell_type_count = 32
fa_ha_area_share_pct = 41.3
ys_sh_aoi_pct = 12.1

[finish]
fin_area_um2 = 3100
layout_top_cell = buf_4
final_cell_mix = 55 x buf_4, 42 x nand2_1, 38 x inv_1, 34 x ha_1, 23 x fa_1
multiInputGateArea_um2 = 2140
flop_area_um2 = 0
fillers = 695
drive_gt1_share_pct = 26.1
clockBufferCount = 0
area_growth_pct = 38.1
final_core_util_pct = 42.7
flops = 0

[pwr]
vdd_drop_max_v = 0.0000693
p_leak_nw = 1.66
total_power_mw = 0.536
p_per_area_nw_per_um2 = 173

[placed_design]
dp_hpwl_mm = 4.44
placed_area_um2 = 3010
gp_congestion = 0.860
io_buffers = 32

[hold_path]
holdCritPathClass = in -> out
hold-path-cell-count = 4
worst_hold_path.endpoint = out[1]
min-delay-start = A[0]

[flow_run]
cap_violations = 0
warnings = 32

[cts]
cts_hold_buf = 0

## routing by layer
| layer | vias to the layer above | global-route usage (%) | routed length (um) |
|---|---|---|---|
| met3 | 4 | 0.0946 | 90 |
| met2 | 23 | 24.8 | 2330 |
| met4 | 0 | 1.61 | 59 |
| li1 | 1116 | - | - |
| met5 | - | 0 | 0 |
| met1 | 960 | 20.8 | 2500 |
## power breakdown
group | switching (mW) | internal (mW) | total [mW]
combinational | 0.211 | 0.325 | 0.536
clock | 0 | 0 | 0
sequential | 0 | 0 | 0
total | 0.211 | 0.325 | 0.536
## area by class of cell
type               instances  share of cell area [%]
multi-input cells        237                    69.0
inverters                 38                    4.61
repair buffers            89                    22.4
well taps                 99                    4.00
## stage by stage
stage | instances | worst slack (ns) | hold slack, ns | TNS (ns)
final | 463 | 0.303 | 4.73 | 0
after global routing | 463 | 0.0128 | 4.77 | 0
after CTS | 459 | 0.00280 | 4.91 | 0
after detailed placement | 459 | -0.175 | 5.15 | -0.288
after global placement | 459 | -0.0724 | 5.14 | -0.143
after floorplan | 293 | 0.903 | 4.25 | 0
## cells by family after synthesis
| family | Yosys count |
|---|---|
| xor+xnor | 39 |
| simple gates | 97 |
| fa+ha+maj | 59 |
| compound gates | 42 |
| buf+inv | 56 |
## worst min-delay path: stages
cell,delay (ns)
clkbuf_2,0.14
nand2_1,0.09
xor2_1,0.06
clkdlybuf4s50_1,0.40
## Yosys cell counts
| cell | number | share of area, % |
|---|---|---|
| nand2_1 | 44 | 7.4 |
| nor4b_1 | 1 | 0.39 |
| a211oi_2 | 1 | 0.56 |
| and3_1 | 7 | 2.0 |
| buf_4 | 2 | 0.67 |
| and2_1 | 6 | 1.7 |
| a221o_1 | 1 | 0.45 |
| o21bai_1 | 3 | 1.0 |
| fa_1 | 25 | 22 |
| nand2b_1 | 1 | 0.28 |
| xor2_1 | 19 | 7.4 |
| nand4_1 | 12 | 3.3 |
| nor2_1 | 6 | 1.0 |
| a21oi_1 | 15 | 3.3 |
| nor3_1 | 3 | 0.67 |
| o21a_1 | 2 | 0.67 |
| nand3b_1 | 6 | 2.0 |
| or3_1 | 1 | 0.28 |
| xnor2_1 | 20 | 7.8 |
| inv_1 | 38 | 6.4 |
| a21o_1 | 10 | 3.3 |
| o211ai_1 | 1 | 0.33 |
| o22ai_1 | 1 | 0.28 |
| o21ai_0 | 6 | 1.3 |
| a21o_2 | 1 | 0.39 |
| nor3b_1 | 1 | 0.33 |
| clkbuf_1 | 16 | 2.7 |
| a211oi_1 | 1 | 0.33 |
| or2_1 | 1 | 0.28 |
| ha_1 | 34 | 19 |
| and4bb_1 | 1 | 0.56 |
| nand3_1 | 7 | 1.6 |
## timing repair
item                                    in CTS  in global routing
endpoints found under the setup margin       3                  4
buffers inserted                             0                  4
gates resized                               18                 52
pin swaps                                    1                 15
## worst max path at each step
| stage | cells past startpoint | end | slack, ns |
|---|---|---|---|
| 4_1_cts | 25 | out[15] | 0.003 |
| 5_1_grt | 23 | out[14] | 0.01 |
| 6_report | 23 | out[14] | 0.30 |
Power and IR drop assume default switching activity.
